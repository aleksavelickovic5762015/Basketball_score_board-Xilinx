`/design/flow/config.mk`:
```
export PLATFORM = sky130hd
export DESIGN_NAME = kosarka
export DESIGN_NICKNAME = kosarka
export VERILOG_FILES = /design/flow/design.v
export SDC_FILE = /design/flow/constraint.sdc
export NUM_CORES = 4
export LEC_CHECK = 1
export CORE_UTILIZATION = 30
```
`/design/flow/constraint.sdc`:
```
current_design kosarka

set clk_period 4.2
set clk_io_pct 0.2

create_clock -name clk0 -period $clk_period [get_ports {clk}]

set non_clock_inputs [all_inputs -no_clocks]
set_input_delay [expr $clk_period * $clk_io_pct] -clock clk0 $non_clock_inputs
set_output_delay [expr $clk_period * $clk_io_pct] -clock clk0 [all_outputs]
```
`/design/flow/design.v`:
```
`timescale 1ns / 1ps
module bcd(clk, broj, desetice, jedinice);
   input clk;																 
	input  [7:0] broj;													 
   output reg [3:0] desetice;											 
   output reg [3:0] jedinice;											 
   reg [15:0] shift;														 
   reg [3:0] i = 0;														 
   always @(posedge clk)
   begin
      if(i == 0)															 
		begin
			shift[15:8] = 0;
			shift[7:0] = broj;
      end
		if(i<8)																 
		begin
			if (shift[11:8] >= 5)										 
            shift[11:8] = shift[11:8] + 3;						 
         if (shift[15:12] >= 5)										 
            shift[15:12] = shift[15:12] + 3;						 
         shift = shift << 1;											 
			i = i+1;
		end
      else																	 
		begin
			desetice = shift[15:12];
			jedinice = shift[11:8];
			i = 0;
		end
   end
endmodule
`timescale 1ns / 1ps
module kosarka(
		input clk,																				 
		input b0,b1,b2,b3,																	 
		input p0,p1,p2,																		 
		output a,b,c,d,e,f,g,dp,															 
		output [3:0] an																		 
    );
reg clkD=0,clkV=0;																			 
reg [16:0] brojacD=0;																		 
reg [28:0] brojacV=0;																		 
reg [7:0] vremeA=40,vremeB=0,rezulA=0,rezulB=0;										 
reg [3:0] displej = 4'b0110;																 
reg [6:0] s_seg = 0;																			 
reg [3:0] cifra = 4'b1110;																	 
reg stop = 1'b1;																				 
wire [3:0] vremeAdesetice, vremeAjedinice, vremeBdesetice, vremeBjedinice;	 
wire [3:0] rezulAdesetice, rezulAjedinice, rezulBdesetice, rezulBjedinice;	 
wire b_0,b_1,b_2,b_3;																		 
wire p_0,p_1,p_2;																				 
assign b_0 = b0;
assign b_1 = b1;																				 
assign b_2 = b2;
assign b_3 = b3;
assign p_0 = p0;
assign p_1 = p1;																				 
assign p_2 = p2;
reg stanjeB0 = 1'b0;
reg stanjeB1 = 1'b0;																			 
reg stanjeB2 = 1'b0;
reg stanjeB3 = 1'b0;
bcd bcd_vremeA(clk, vremeA, vremeAdesetice, vremeAjedinice);
bcd bcd_vremeB(clk, vremeB, vremeBdesetice, vremeBjedinice);					 
bcd bcd_rezulA(clk, rezulA, rezulAdesetice, rezulAjedinice);
bcd bcd_rezulB(clk, rezulB, rezulBdesetice, rezulBjedinice);
always @(posedge clk)
	begin
		if(brojacD==25000)																	 
		begin
			clkD = ~clkD;																		 
			brojacD=0;
		end
		brojacD = brojacD+1;
		if(brojacV==25000000)																 
		begin
			clkV = ~clkV;																		 
			brojacV=0;
		end
		brojacV = brojacV+1;
		case(displej)
			4'd0 : s_seg = 7'b1000000; 													 
			4'd1 : s_seg = 7'b1111001; 													 
			4'd2 : s_seg = 7'b0100100; 													 
			4'd3 : s_seg = 7'b0110000; 													 
			4'd4 : s_seg = 7'b0011001; 													 
			4'd5 : s_seg = 7'b0010010; 													 
			4'd6 : s_seg = 7'b0000010; 													 
			4'd7 : s_seg = 7'b1111000; 													 
			4'd8 : s_seg = 7'b0000000; 													 
			4'd9 : s_seg = 7'b0010000; 													 
			default : s_seg = 7'b1000000; 												 
		endcase
	end
always @(posedge clkV)
	begin
		if(stop==0)																				 
		begin
			if(vremeB==0)																		 
			begin
				vremeB = 59;																	 
				vremeA = vremeA-1;															 
			end
			else
				vremeB = vremeB-1;															 
		end
	end
always @(posedge clkD)
	begin
		if(vremeA==0 && vremeB==0)															 
				stop = 1;																		 
		case({p_2,cifra})
			5'b00111: begin displej = vremeBjedinice; cifra = 4'b1110; end
			5'b01110: begin displej = vremeBdesetice; cifra = 4'b1101; end		 
			5'b01101: begin displej = vremeAjedinice; cifra = 4'b1011; end		 
			5'b01011: begin displej = vremeAdesetice; cifra = 4'b0111; end
			5'b10111: begin displej = rezulBjedinice; cifra = 4'b1110; end
			5'b11110: begin displej = rezulBdesetice; cifra = 4'b1101; end		 
			5'b11101: begin displej = rezulAjedinice; cifra = 4'b1011; end
			5'b11011: begin displej = rezulAdesetice; cifra = 4'b0111; end
		endcase
		if(b_0 == 1'b1)
			stanjeB0 = 1'b1;																	 
		if(stanjeB0==1'b1 && b_0 == 1'b0)												 
		begin
			stop = ~stop;																		 
			stanjeB0 = 1'b0;																	 
		end
		if(b_1 == 1'b1)
			stanjeB1 = 1'b1;																	 
		if(stanjeB1==1'b1 && b_1 == 1'b0)												 
		begin
			case({p_1,p_0})
				2'b00: rezulB = rezulB+3;													 
				2'b01: rezulB = rezulB-3;													 
				2'b10: rezulA = rezulA+3;													 
				2'b11: rezulA = rezulA-3;
			endcase
			stanjeB1 = 1'b0;																	 
		end
		if(b_2 == 1'b1)
			stanjeB2 = 1'b1;																	 
		if(stanjeB2==1'b1 && b_2 == 1'b0)												 
		begin
			case({p_1,p_0})
				2'b00: rezulB = rezulB+2;													 
				2'b01: rezulB = rezulB-2;													 
				2'b10: rezulA = rezulA+2;													 
				2'b11: rezulA = rezulA-2;
			endcase
			stanjeB2 = 1'b0;																	 
		end
		if(b_3 == 1'b1)
			stanjeB3 = 1'b1;																	 
		if(stanjeB3==1'b1 && b_3 == 1'b0)												 
		begin
			case({p_1,p_0})
				2'b00: rezulB = rezulB+1;													 
				2'b01: rezulB = rezulB-1;													 
				2'b10: rezulA = rezulA+1;													 
				2'b11: rezulA = rezulA-1;
			endcase
			stanjeB3 = 1'b0;																	 
		end
	end
assign an = cifra;
assign {g, f, e, d, c, b, a} = s_seg;													 
assign dp = 1'b1;																				 
endmodule	
```
`/design/flow/run.sh`:
```
#!/bin/bash
# OpenROAD 26Q1-2900-gdf79404cd8, Yosys 0.63+post, stock flow scripts
make -C /OpenROAD-flow-scripts/flow DESIGN_CONFIG=/design/flow/config.mk WORK_HOME=/design/flow/orfs finish
```
==> results.toml <==
# flow metrics
[logic_synthesis]
postSynthSeqShare_pct = 44.2
simple_gate_share_pct = 19.6
ys_cells = 1206
mux_share_pct = 5.05
syn_inst = 1206
topCombFamilyByArea = "simple AND/OR/NAND/NOR gates"
ys_top_cells_by_area = "dfxtp_1, edfxtp_1, xnor2_1, ha_1, nand2_1"
yosysChipArea_sq_um = 10900
ys.flop_type = "dfxtp_1"
edf_count = 58
postSynthAreaPerCell_sq_um = 9.05
ys_warn_count = 2
most_common_cell = "dfxtp_1"
yosysTopAreaCell = "dfxtp_1"
top_cell_area_share_pct = 28.3
post_synth_instance_area_sq_um = 10900
top_cells_by_count = "dfxtp_1, nand2_1, nor2_1"
ys_sh_xor_pct = 9.30
numSynthFlops = 212
adder_share_pct = 5.86
async_flop_share_pct = 0
aoi_share_pct = 11.2
synth_cell_types = 73

[die]
rows = 69
die_x_um = 193
core_area_sq_um = 35700
io_pins = 20
die_area_sq_um = 37100
die_h_um = 193
fp_util_pct = 30.6

[min_path]
holdCritStartpoint = "brojacV[0]"
min_path_type = "reg2reg"

[clock_tree]
cts_root_buffer = "clkbuf_16"
cts_made_buffers = 17
postCtsSetupBuffers = 0
cts_resized = 0
clkLatencyLatePin_ps = 420
clockBufferDepth = 2
cts_max_level = 4
cts_tree = "done"
clk_pin_slew_ps = 60
hold_buffers = 0

[final_timing]
postLayoutSetupSlackWorst_ps = 1500
tns_ps = 0
fin_crit_ps = 2700
worst_pin_slew_ps = 914
slew_headroom_pct = 38.3
final-setup-viol-count = 0
max_freq_mhz = 370
finalCritPeriodShare_pct = 64.4
maxSlewViolCount = 0
rsz0062_at_grt = "no"
untimed_endpoints = 80
skew_ps = 10.3
hold_viol = 0
unclocked_regs = 45

[critical_path]
reg2reg_to = "bcd_vremeA.shift[10]"
start_kind = "register"
worstPathArrival_ps = 3010
reg2reg_slack_ps = 1500
crit_path_end_kind = "register"
path_class = "reg2reg"
crit_end = "bcd_vremeA.shift[10]"
critPathMaxFanout = 12
required_ps = 4500
crit_path_top_delay_cell = "nand2b_1"
rr_startpoint = "bcd_vremeA.i[0]"
crit_chain = "inv_1, ha_1, nand2b_1, or2_2, nand2_1, ha_1, nor2b_1, o21ai_0, a21oi_1, mux2_2"
slowest_delay_ps = 410
rr_worst_depth = 10
startpoint = "bcd_vremeA.i[0]"
crit_top_cell = "ha_1"

[pwr]
ir_drop_uv = 310
leakagePower_nw = 4.52
total_power_mw = 3.33
p_per_area_nw_per_um2 = 275

[status]
outcome = "finished, final reports clean"

[global_routing]
grt.overflow.total = 0
grtUsageMet1_pct = 17.0
grt.total_usage_pct = 11.1
grt_antenna_before_repair = 0
grt-busiest-layer = "met2"
met2_usage_pct = 17.3
grt_max_degree = 43
grt_pass1_vias = 7236
use_met3_pct = 1.78
grt_pass1_wl_um = 33600

[cells_and_area]
drive_gt1_share_pct = 6.22
fin_util_pct = 33.9
final_cell_area_sq_um = 12100
area_growth_pct = 10.9

[placement]
dp_worst_setup_slack_ps = 1500
dp_hpwl_um = 13600
place.gp.congestion = 0.855
place_area_sq_um = 11500
io_buffers = 18

[detailed_routing]
route.detailed.drc = 0
viasPerCell = 4.70
routed_wl_um = 19400
route.vias.total = 7836
postRouteAntennaNets = 0
antenna_cells = 0
drt_pass1_iterations = 24
wl_per_cell_um = 11.7
initialDrtViolationCount = 408

[flow_run]
tool_warnings = 41
maxCapViolCount = 0
## how the worst min path moves through the flow
stage         cells past startpoint          to  slack (ps)
finish                            1  brojacV[0]         410
global route                      1  brojacV[0]         420
CTS                               1  brojacV[0]         410
## cell usage in the layout, fill, tap and decap left out, types with 13 or more instances in the layout
| cell type | Yosys | layout |
|---|---|---|
| nor2b_1 | 18 | 18 |
| inv_1 | 74 | 74 |
| nor3_1 | 17 | 17 |
| xor2_1 | 41 | 41 |
| ha_1 | 47 | 47 |
| clkdlybuf4s50_1 | 0 | 18 |
| nand2b_1 | 19 | 19 |
| nor2_1 | 103 | 103 |
| nand2_1 | 145 | 145 |
| clkbuf_16 | 0 | 18 |
| mux2i_1 | 37 | 37 |
| o21ai_0 | 84 | 84 |
| edfxtp_1 | 58 | 58 |
| dfxtp_1 | 154 | 154 |
| a21oi_1 | 55 | 55 |
| nor4_1 | 13 | 13 |
| mux2_2 | 16 | 16 |
| xnor2_1 | 68 | 68 |
| nand3_1 | 46 | 46 |
## through the flow
stage | hold slack [ps] | cells
final | 414 | 1667
after global routing | 422 | 1667
after CTS | 412 | 1667
after detailed placement | 397 | 1636
after global placement | 392 | 1636
after floorplan | 373 | 1206
## power breakdown
group	switching [mW]	internal (mW)
Combinational	0.0866	0.0607
Clock	0.655	0.896
Sequential	0	1.63
## registers in the layout (all words and copies together) (netlist names), 7 cells and up
| name | flops |
|---|---|
| bcd_rezulA.shift | 16 |
| bcd_rezulB.shift | 16 |
| bcd_vremeA.shift | 16 |
| bcd_vremeB.shift | 16 |
| brojacD | 17 |
| brojacV | 29 |
| rezulA | 8 |
| rezulB | 8 |
| s_seg | 7 |
| vremeA | 8 |
| vremeB | 8 |
## critical path: cells and delay by family, from the launching register on
kind | cells | cell delay (ps)
fa+ha+maj | 2 | 410
buf+inv | 1 | 70
mux | 1 | 270
flops | 1 | 360
simple gates | 4 | 940
compound gates | 2 | 540
## per-layer routing
metal  wire length (um)  vias to the layer above
met5                  0                        -
met4                192                        0
met3                508                       14
met2               8630                       80
met1              10100                     3612
li1                   -                     4130
## cell families (layout without fill, tap and decap cells)
logic type / count (synthesis) / count (layout)
fa+ha+maj: 50 / 50
xor+xnor: 112 / 112
flops: 212 / 212
compound gates: 204 / 204
other cells: 1 / 1
mux: 53 / 53
simple gates: 440 / 440
buf+inv: 134 / 134
## cell type report
cell class                      instances  area, sq um
Sequential cell                       212         4820
Tap cell                              461          577
Clock buffer                           21          482
Clock inverter                         10          108
Inverter                               75          282
Fill cell                            3491        23600
Timing Repair Buffer                   28          255
Multi-Input combinational cell        860         5570
Power is estimated from default activity; no workload was simulated.
